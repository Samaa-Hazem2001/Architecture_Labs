==> flow/config.mk <==
export PLATFORM = sky130hd
export DESIGN_NAME = encoder
export DESIGN_NICKNAME = encoder
export VERILOG_FILES = /design/flow/design.v
export SDC_FILE = /design/flow/constraint.sdc
export NUM_CORES = 4
export LEC_CHECK = 1
export CORE_AREA = 10 10 70 70
export DIE_AREA = 0 0 80 80
==> flow/run.sh <==
#!/bin/bash
# OpenROAD 26Q1-2900-gdf79404cd8, Yosys 0.63+post, stock flow scripts
make -C /OpenROAD-flow-scripts/flow DESIGN_CONFIG=/design/flow/config.mk WORK_HOME=/design/flow/orfs finish
==> flow/design.v <==
module encoder(in,enable,out,valid);
 input [7:0] in;
 input enable;
 output valid;
 output [2:0] out;
reg [2:0] out;
reg valid;
always @( enable or in ) begin
	if ( enable ) begin
		 valid=1;	
		 if(in == 8'b0000_0001 ) out = 3'b000 ;
		 else if(in == 8'b0000_0010 ) out =  3'b001; 
		 else if(in == 8'b0000_0100 ) out =  3'b010; 
		 else if(in == 8'b0000_1000 )out =  3'b011;
		 else if(in == 8'b0001_0000 ) out =  3'b100; 
		 else if(in == 8'b0010_0000 ) out =  3'b101; 
		 else if(in == 8'b0100_0000 ) out =  3'b110; 
		 else if(in == 8'b1000_0000 ) out =  3'b111; 
		 else begin
			 out = 3'bx;
			 valid=0 ;
		 end		
	end
	else begin
		out = 3'bz;
	    valid=0;
	end
end
endmodule
==> flow/constraint.sdc <==
current_design encoder

set clk_period 1.7
set clk_io_pct 0.2

create_clock -name clk0 -period $clk_period

set non_clock_inputs [all_inputs -no_clocks]
set_input_delay [expr $clk_period * $clk_io_pct] -clock clk0 $non_clock_inputs
set_output_delay [expr $clk_period * $clk_io_pct] -clock clk0 [all_outputs]
==> flow_summary.yaml <==
# yosys + openroad results
place:
  dpl_worst_slack_ps: -686
  port_buffer_cells: 13
  hpwlAfterDp_um: 621
  place.gp.congestion: 0.796
worst_setup_path:
  path_common_cell: "dlygate4sd2_1"
  crit_family: "buffers and inverters"
  timing.critical_path.slowest_stage_cell: "dlygate4sd2_1"
  worstPathArrival_ps: 1260
  worst_setup_path_end_kind: "primary output"
  combined_buffer_and_inverter_count_along_the_critical_path: 2
  worst-endpoint-required_ps: 1360
  cp-startpoint: "in[6]"
  timing_worst_setup_path_type: "input pin to primary output"
  critPathMaxStageDelay_ps: 300
  worst-path-max-fanout: 5
  setup.worst_path.start_class: "input pin"
  critical_path.cell_chain: "dlygate4sd2_1, nor4b_1, o21ai_1, dlygate4sd2_1"
job:
  tool_warnings: 33
  drv_cap: 0
power:
  switching_power_mw: 0.0406
  sw_frac_of_total_pct: 48.8
  internal_power_mw: 0.0426
  p_leak_nw: 0.165
  power.share.clock_pct: 0
  vdd.ir_drop.worst_v: 0.0000317
  power.density_cell_area_mw_per_mm2: 185
  pwr-share-comb_pct: 100.0
  p_seq_share_pct: 0
timing:
  fin_setup_tns_ps: 0
  worst_slew_margin_relative_to_its_limit_pct: 83.2
  max_clock_freq_mhz: 626
  finalHoldViolations: 0
  final_min_period_over_clock_period_pct: 94.0
  setup_slack_ps: 102
  final_critical_delay_including_setup_and_external_delays_ps: 1600
  finalMaxSlewViolations: 0
  setup_viol_count_final: 0
  worst-slew-pin-transition_ps: 248
  rsz0062_at_grt: "false"
drt:
  first_pass_iters: 3
  num_antenna_cells: 0
  drtAntennaViolNets: 0
  routedWlPerCell_um: 8.67
  route.detailed.vias_per_inst: 2.89
  routed_wirelength_um: 789
  detailroute.via_count: 263
  detail_route.drc_violations: 0
  drtIter0Drc: 4
floorplan:
  core_area_mm2: 0.00342
  die_footprint_mm2: 0.00640
  fp-utilization_pct: 6.04
  floorplan.io_pins: 13
  dieWidth_um: 80
  die_h_um: 80
  rows: 21
synthesis:
  yosysWarningCount: 2
  largest_area_cell: "xor2_1"
  synthDominantCellAreaShare_pct: 12.7
  syn_area_per_cell_um2: 6.88
  yosys.stat.chipArea_um2: 206
  syn_inst: 30
  cell_area_after_synthesis_um2: 206
  yosysSeqAreaShare_pct: 0
  synth-cells-yosys: 30
  top_cells_by_area_in_the_synthesized_netlist: "xor2_1, nor2_1, nor4b_1"
  yosys.cell_types.count: 18
finish:
  area.growth.synth_to_final_pct: 118
  register_area_um2: 0
  num-fill-cells: 405
  seq_cell_count: 0
  clock_buffers: 0
  drive_gt1_share_pct: 51.1
worst_hold_path:
  min_path_type: "input pin to primary output"
  hold_path_startpoint: "in[7]"
global_route:
  grt_max_degree: 7
  first_pass_grt_wire_length_um: 1380
  antenna_found_initial: 0
  globalRoute.totalOverflow: 0
  first_global_vias: 282
  grt_use_total_pct: 2.54
status:
  result_of_the_run: "finished, final reports clean"
cts:
  ctsHoldBuffers: 0
==> synth_stat cells <==
| cell type | instances |
|---|---|
| a221o_1 | 1 |
| a221oi_1 | 1 |
| and2b_1 | 1 |
| buf_6 | 1 |
| clkbuf_2 | 1 |
| inv_1 | 1 |
| mux2i_1 | 1 |
| nand2_1 | 2 |
| nand3_1 | 2 |
| nand3_2 | 1 |
| nor2_1 | 6 |
| nor2b_1 | 2 |
| nor4_1 | 1 |
| nor4b_1 | 2 |
| nor4b_2 | 1 |
| o21ai_0 | 2 |
| o22ai_2 | 1 |
| xor2_1 | 3 |
==> cell usage in the layout (no fill, tap or decap), types with 2 or more instances in the layout <==
master and instances:
o21ai_1 2, xor2_1 2, dlygate4sd2_1 3, nor4b_4 2
nor2_2 2, buf_4 8, nand3_1 2, nand2_1 2
nor2_1 3
==> path summary, 6_finish.rpt <==
kind,end,slack (ps),cells past startpoint
max,out[0],100,4
min,out[1],1060,4
==> through the flow <==
| stage | hold WS, ps | instances | util (%) | total power [mW] | instance area, um2 |
|---|---|---|---|---|---|
| CTS | 1150 | 92 | 13.3 | 0.0817 | 453 |
| finish | 1060 | 91 | 13.2 | 0.0832 | 449 |
| detailed placement | 1650 | 91 | 11.9 | 0.0706 | 408 |
| global route | 1100 | 91 | 13.2 | 0.0900 | 449 |
| global placement | 1660 | 91 | 11.9 | 0.0698 | 408 |
| floorplan | 726 | 30 | - | 0.0327 | 206 |
==> cells by family (layout without fill, tap and decap cells) <==
family	count (synthesis)	count (layout)	synth area share, %
multiplexers	1	1	4.85
AND/OR/NAND/NOR	18	18	52.7
buffers and inverters	3	18	9.69
XOR/XNOR	3	3	12.7
AND-OR/OR-AND	5	5	20.0
==> power groups by stage <==
stage	combinational (mW)	clock, mW	sequential, mW
6_report	0.0832	0	0
5_1_grt	0.0900	0	0
4_1_cts	0.0817	0	0
==> metal layers <==
metal,up-vias,wire length [um],global-route usage (%)
li1,139,-,-
met1,112,435,4.03
met2,12,237,3.13
met3,0,117,1.14
met4,0,0,0
met5,-,0,0
==> cell type report <==
cell class	count	area [um2]	area share (%)
repair buffers	17	138	30.6
well taps	46	57.6	12.8
multi-input cells	27	250	55.7
inverters	1	3.75	0.836
==> what timing repair did <==
item,4_1_cts,5_1_grt
endpoints found under the hold margin,0,0
setup endpoints to repair,4,3
pin swaps,3,3
resized,51,6
buffers inserted,1,0
Power is estimated from default activity; no workload was simulated.
